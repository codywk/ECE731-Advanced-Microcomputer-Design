==> design/flow/design.v <==
module EncoderDecoder(
	input A,
	input B,
	input clk,
	output change,
	output direction);
	reg _A, _B;
	assign change = (_A ^ A) | (_B ^ B);
	assign direction = (A ^ _B);
	always @ (posedge clk) begin
		_A = A;
		_B = B;
	end
endmodule 
module EncoderPulseCounterTop #(WIDTH=8)(
	input A,
	input B,
	input clk,
	input reset,
	output [WIDTH-1:0] count);
	wire dir, enable;  
	EncoderDecoder encoder(.A(A), .B(B), .clk(clk), .change(enable), .direction(dir));
	UpDownCounter udCtr(.enable(enable), .dir(dir), .clk(clk), .reset(reset), .count(count));
endmodule
module UpDownCounter #(WIDTH=8)(
	input enable,
	input dir,
	input clk,
	input reset,
	output reg [WIDTH - 1:0] count);
	always @ (posedge clk ) begin
		if (~reset) begin
			count <= 0;
		end
		if (enable) begin
			if(dir)
				count <= count + 1'b1;
			else
				count <= count - 1'b1;
		end
	end
endmodule
==> design/flow/run.sh <==
#!/bin/bash
# OpenROAD 26Q1-2900-gdf79404cd8, Yosys 0.63+post, stock flow scripts
make -C /OpenROAD-flow-scripts/flow DESIGN_CONFIG=/design/flow/config.mk WORK_HOME=/design/flow/orfs finish
==> design/flow/config.mk <==
export PLATFORM = sky130hd
export DESIGN_NAME = EncoderPulseCounterTop
export DESIGN_NICKNAME = EncoderPulseCounterTop
export VERILOG_FILES = /design/flow/design.v
export SDC_FILE = /design/flow/constraint.sdc
export NUM_CORES = 4
export LEC_CHECK = 1
export CORE_AREA = 10 10 70 70
export DIE_AREA = 0 0 80 80
==> design/flow/constraint.sdc <==
current_design EncoderPulseCounterTop

set clk_period 5.7
set clk_io_pct 0.2

create_clock -name clk0 -period $clk_period [get_ports {clk}]

set non_clock_inputs [all_inputs -no_clocks]
set_input_delay [expr $clk_period * $clk_io_pct] -clock clk0 $non_clock_inputs
set_output_delay [expr $clk_period * $clk_io_pct] -clock clk0 [all_outputs]
==> out/summary.txt <==
Routed WL: 1180 microns
Worst Hold End: udCtr.count[7]
Syn Area/Cell: 10.2 sq um
Post-route cell area: 801 sq um
Overall Power: 347 uW
Cell Type Count: 25
Critical Path Fanout Max: 9
Main flop type: edfxtp_1
Tool Warnings: 25
Crit-path most repeated cell: xnor2_1
Die width: 80 microns
Slowest-stage cell, CP: clkdlybuf4s50_1
Pre-CTS WS: 2.19 ns
Syn Std Cell Area: 609 sq um
Slew headroom: 74.1%
CTS tree: built
# IOs: 12
Startpoint Class: input port
FF+latch count, synth: 10
CP Capture Type: flip-flop
Pleak: 0.000275 uW
Chip area: 6400 sq um
Top cell type's share of synthesized area: 39.4%
Cells after synthesis: 60
TritonCTS Buffers: 3
Ys async rst share: 0%
Cells in synth_stat.txt: 60
Gr ovfl total: 0
First-pass DRT Iterations: 4
Hold wc startpoint: udCtr.count[7]
Warnings, synthesis: 2
Worst-Skew Late Latency: 0.26 ns
R2R depth: 7
CTS Buffer Depth: 2
Post-synth seq share: 46.0%
Critical path required time: 5.70 ns
Cycle use final: 56.8%
Post-synth EDFFs: 8
Setup bufs post-CTS: 0
Vias in the first global route: 469
Initial antenna violation count: 0
Top cells by area: edfxtp_1, xnor2_1, dfxtp_1, nand3_1, mux2i_1
Placed instance area: 764 sq um
Yosys top cell by area: edfxtp_1
Diode count: 0
First-pass GRT wire length: 2040 microns
Post-CTS Hold Buffers: 0
RSZ-0062 raised after global routing: no
# resized after CTS: 0
GRT Overall Usage: 3.83%
Max-cap viol count: 0
Arrival @ worst endpoint: 3.24 ns
Detailed placement HPWL: 964 microns
Vias: 479
Fin crit period: 3.24 ns
Worst IR drop on VDD: 0.107 mV
Final Worst Setup Slack: 2.46 ns
Power per standard cell area: 434 nW/um^2
Cell Chain, Critical Path: clkdlybuf4s50_1, xor2_2, xnor2_1, ha_1, or4_1, mux2i_1, xnor2_1, nor2_1
Worst Skew: 0.00532 ns
Num rows: 21
1st-iter DRT viols: 7
Achievable Freq: 309 MHz
Outcome: finished, final reports clean
Top cells by count: edfxtp_1, nand3_1, nand2_1
Largest net degree at the start of global routing: 11
RD Place Congestion: 0.833
TNS Setup: 0 ns
Core Area: 3420 sq um
Clock transition at the registers of the reported paths: 0.07 ns
Yosys Chip Area: 609 sq um
Final Setup Violations: 0
Clk root buf: clkbuf_4
Initial core utilization: 17.8%
Crit-path max cell delay: 0.58 ns
Crit Path Class: in -> reg
Final Slew Violations: 0
R2R Path End: udCtr.count[4]
Hold Path Cell Cnt: 2
Final core occ: 23.4%
Routed wire per std cell: 9.99 microns
Drc violations: 0
Area Overhead vs Synth: 31.4%
Vias per cell: 4.06
Share of layout cells above drive strength 1: 9.72%
Fin. Hold Viols: 0
Hold Crit Class: reg -> reg
Die H: 80 microns
CTS sink cnt: 10
Antenna-violating nets left: 0
H-tree depth: 1
Top-count cell post-synth: edfxtp_1
Register-to-register setup slack: 3.50 ns
Pin slew with the least headroom to its limit: 0.389 ns
I/O Buffers: 11
FF-to-FF Start: encoder._B
-- flip-flops by register name, indices dropped and copies added (netlist names) --
| signal | flops |
|---|---|
| encoder._B | 1 |
| udCtr.count | 8 |
| encoder._A | 1 |
-- worst max-delay path, delay by kind of cell --
kind | cells | cell delay, ns
and+or+nand+nor | 2 | 0.46
buffers and inverters | 1 | 0.58
adders and majority gates | 1 | 0.26
xor gates and xnor gates | 3 | 0.63
muxes | 1 | 0.17
-- where the power goes --
part,switching (uW),internal (uW),leakage (uW)
Combinational,42.5,84.8,0.000149
Clock,23.3,38.7,0.0000210
Sequential,42.0,116,0.000106
-- through the flow --
step	cells	hold WS, ns
after floorplan	60	0.576
after global placement	114	0.637
after detailed placement	114	0.654
after CTS	118	0.673
after global routing	118	0.757
final	118	0.666
-- routing by layer --
| layer | vias up | GRT usage (%) | share of wire [%] |
|---|---|---|---|
| li1 | 247 | - | - |
| met1 | 221 | 4.56 | 43 |
| met2 | 9 | 6.34 | 50 |
| met3 | 2 | 1.59 | 6.3 |
| met4 | 0 | 0.704 | 1.2 |
| met5 | - | 0 | 0 |
-- logic make-up (layout without fill, tap and decap cells) --
kind of cell | count (synthesis) | after routing | synth area share [%]
DFF | 10 | 10 | 46.0
and+or+nand+nor | 29 | 29 | 26.1
xor gates and xnor gates | 6 | 6 | 9.86
buffers and inverters | 3 | 15 | 2.05
muxes | 3 | 3 | 4.93
adders and majority gates | 1 | 1 | 2.05
AOI/OAI and AO/OA | 8 | 8 | 9.03
-- cell usage in the layout (no fill, tap or decap), drive strengths merged, types with 2 or more instances in the layout --
| master | n |
|---|---|
| clkbuf | 4 |
| nand2 | 6 |
| edfxtp | 8 |
| nand4 | 2 |
| clkdlybuf4s50 | 11 |
| a21o | 3 |
| mux2i | 3 |
| nand2b | 2 |
| dfxtp | 2 |
| nor2 | 3 |
| nand3 | 7 |
| a21oi | 3 |
| and2 | 2 |
| xnor2 | 5 |
-- worst max-delay path by stage --
stage     start             end  slack, ns
4_1_cts       A  udCtr.count[4]       2.46
5_1_grt       A  udCtr.count[4]       2.26
6_report      A  udCtr.count[4]       2.46
-- cell type report --
type	instances	area, sq um
multi-input cells	47	317
fillers	370	2620
clock buffers	4	36.3
flip-flops and latches	10	280
well taps	46	57.6
repair buffers	11	110
Power figures rest on the tool's default switching activity, not on a simulated workload.
