**./design.v**
```verilog
module EncoderDecoder(
	input A,
	input B,
	input clk,
	output change,
	output direction);
	reg _A, _B;
	assign change = (_A ^ A) | (_B ^ B);
	assign direction = (A ^ _B);
	always @ (posedge clk) begin
		_A = A;
		_B = B;
	end
endmodule 
module UpDownCounter #(WIDTH=8)(
	input enable,
	input dir,
	input clk,
	input reset,
	output reg [WIDTH - 1:0] count);
	always @ (posedge clk ) begin
		if (~reset) begin
			count <= 0;
		end
		if (enable) begin
			if(dir)
				count <= count + 1'b1;
			else
				count <= count - 1'b1;
		end
	end
endmodule
module EncoderDigitalFilter(
	input clk,
	input sig,  
	output reg filteredSig  
	);
	reg H2, H1, H0;  
	always @ (posedge clk) begin
		H0 <= sig;
		H1 <= H0;
		H2 <= H1;
		if((H0 & H1) || (H1 & H2) || (H2 & H0)) begin
			filteredSig <= 1'b1;	
		end
		else begin
			filteredSig <= 1'b0;
		end
	end
endmodule
module QuadratureEncoderTop #(N = 38, encCountBits = 26, precBits = 12, stp = 120218)(
	input clk,
	input reset,
	input A,
	input B,
	output Trvl,
	output FwdBck,  
	output[encCountBits - 1 : 0] encCount,
	output reg[11 : 0] inches,
	output[20 : 0] display
	);
	reg[N - 1 : 0] Fwd, MP, Bck;  
	wire _A, _B;  
	wire MvFwd, MvBck;  
	wire dir;  
	wire change;  
	EncoderDigitalFilter 			InputAFilter(.clk(clk), .sig(A), .filteredSig(_A));
	EncoderDigitalFilter 			InputBFilter(.clk(clk), .sig(B), .filteredSig(_B));
	EncoderDecoder 					QuadratureEncoder(.clk(clk), .A(_A), .B(_B), .change(change), .direction(dir));
	UpDownCounter #(encCountBits) QuadPulseCounter(.clk(clk), .reset(reset), .enable(change), .dir(dir), .count(encCount));
	seven_seg							DigitZero( .digit(inches[3:0]), .seg_out(display[6:0]));
	seven_seg							DigitOne( .digit(inches[7:4]), .seg_out(display[13:7]));
	seven_seg							DigitTwo( .digit(inches[11:8]), .seg_out(display[20:14]));
	assign MvFwd = (encCount == Fwd[N - 1 : precBits]);
	assign MvBck = (encCount == Bck[N - 1 : precBits]);
	assign Trvl = MvFwd | MvBck;
	assign FwdBck = MvFwd;
	always @(posedge clk) begin
		Fwd <= ~reset ? (stp) : (Trvl ? (FwdBck ? (Fwd + stp) : (MP) ) : (Fwd));
		MP  <= ~reset ? (0) : (Trvl ? (FwdBck ? (Fwd) : (Bck)) : (MP));
		Bck <= ~reset ? (-stp) : (Trvl ? (FwdBck ? (MP) : (Bck - stp) ) : (Bck));
		if(~reset) begin
			inches = 0;
		end
		else begin
			if(encCount == Fwd[N - 1 : precBits]) begin
				inches <= inches + 1'b1;
			end
			else if(encCount == Bck[N - 1 : precBits]) begin
				inches <= inches - 1'b1;
			end
		end
	end
endmodule
module seven_seg( 
	input[3:0] digit,  
	output reg [6:0] seg_out  
	);
	always@(digit)
		case (digit)
			4'h0 : seg_out = 7'b1000000;
			4'h1 : seg_out = 7'b1111001;
			4'h2 : seg_out = 7'b0100100;
			4'h3 : seg_out = 7'b0110000;
			4'h4 : seg_out = 7'b0011001;
			4'h5 : seg_out = 7'b0010010;
			4'h6 : seg_out = 7'b0000010;
			4'h7 : seg_out = 7'b1111000;
			4'h8 : seg_out = 7'b0000000;
			4'h9 : seg_out = 7'b0011000;
			4'hA : seg_out = 7'b0001000;
			4'hB : seg_out = 7'b0000011;
			4'hC : seg_out = 7'b1000110;
			4'hD : seg_out = 7'b0100001;
			4'hE : seg_out = 7'b0000110;
			4'hF : seg_out = 7'b0001110;
			default: seg_out = 7'b1111111;
		endcase
endmodule
```
**./run.sh**
```bash
#!/bin/bash
# OpenROAD 26Q1-2900-gdf79404cd8, Yosys 0.63+post, stock flow scripts
make -C /OpenROAD-flow-scripts/flow DESIGN_CONFIG=/design/flow/config.mk WORK_HOME=/design/flow/orfs finish
```
**./config.mk**
```make
export PLATFORM = sky130hd
export DESIGN_NAME = QuadratureEncoderTop
export DESIGN_NICKNAME = QuadratureEncoderTop
export VERILOG_FILES = /design/flow/design.v
export SDC_FILE = /design/flow/constraint.sdc
export NUM_CORES = 4
export LEC_CHECK = 1
export CORE_UTILIZATION = 30
```
**./constraint.sdc**
```tcl
current_design QuadratureEncoderTop

set clk_period 22.9
set clk_io_pct 0.2

create_clock -name clk0 -period $clk_period [get_ports {clk}]

set non_clock_inputs [all_inputs -no_clocks]
set_input_delay [expr $clk_period * $clk_io_pct] -clock clk0 $non_clock_inputs
set_output_delay [expr $clk_period * $clk_io_pct] -clock clk0 [all_outputs]
```
==> impl_metrics.tcl <==
# implementation run metrics
set metrics [dict create \
    required_ns 18.32 \
    core_area_mm2 0.0366 \
    clk_path_buf_depth 2 \
    yosys_warnings 5 \
    htreeDepth 4 \
    crit_buf_inv 3 \
    post_cts.repair.setup_buffers 0 \
    avgSynthCellArea_um2 8.55 \
    endpoint_kind "output pin" \
    num_antenna_cells 0 \
    routed_wl_um 30500 \
    vias 9665 \
    cpLargestDelayFamily "simple AND/OR/NAND/NOR gates" \
    fin_setup_tns_ns 0 \
    cpPeakStageDelay_ns 0.68 \
    antenna_found_initial 1 \
    p_sw_mw 0.350 \
    p_leak_nw 4.67 \
    skew_ns 0.0157 \
    synth_area_mm2 0.0112 \
    async_flop_share_pct 0 \
    grt_max_degree 67 \
    grt_pass1_wl_um 49700 \
    ys.flops 180 \
    r2r_slack_ns 17.96 \
    synth_seq_share_pct 34.6 \
    ir_drop_v 0.0000647 \
    switching_share_pct 33.6 \
    avgViaCountPerCell 5.35 \
    yosys_most_used_dff "dfxtp_1" \
    area_growth_pct 14.1 \
    dp_hpwl_um 20900 \
    critPathMaxFanout 24 \
    drive_gt1_share_pct 7.70 \
    syn_inst 1305 \
    grt_setup_unrepaired "false" \
    grt_pass1_vias 8880 \
    max_cap_viol_count 0 \
    yosys_cells 1305 \
    hp-start "InputBFilter.H0" \
    root_buffer "clkbuf_16" \
    worst-setup-path-type "flip-flop to output pin" \
    pwr-share-seq_pct 38.2 \
    cts_resized 0 \
    drt_iter0_markers 635 \
    max_freq_mhz 121 \
    crit_arrival_ns 3.67 \
    chip_area_mm2 0.0380 \
    hold_class "flip-flop to flip-flop" \
    pin_count 65 \
    crit_path_cell_trace "xor2_1 > nor4_1 > nand4_1 > nor2_4 > nor2_1 > inv_1 > buf_4 > clkdlybuf4s50_1" \
    portBuffers 64 \
    warnings 37 \
    dieHeight_um 195 \
    fin_hold_ws_ns 0.357 \
    slew_headroom_pct 38.5 \
    overflow 0 \
    gp_congestion 0.904 \
    slowest_stage "nor2_4" \
    finalMaxSlewViolations 0 \
    finalSetupViolations 0 \
    cp-start-kind "flip-flop" \
    r2r-start "QuadPulseCounter.count[24]" \
    pwr_density_cell_mw_per_mm2 81.8 \
    numCtsBuffers 17 \
    drcViolationCount 0 \
    num_rows 70 \
    power.share.clock_pct 29.2 \
    clock-sinks 180 \
    cts_hold_buf 0 \
    initCoreUtil_pct 30.5 \
    avgRoutedWirePerCell_um 16.9 \
    antenna_left 0 \
    status "finished clean" \
    yosysUniqueCellTypes 87 \
    worstMarginPinSlew_ns 0.921 \
    edf_count 26 \
    clk_pin_slew_ns 0.07 \
    grt_usage_pct 16.5 \
    p_comb_share_pct 32.6 \
    yosys-stat-area_mm2 0.0112 \
    clock_latency_ns 0.44 \
    die_w_um 195 \
    firstDrtPassIters 6 \
    cp-startpoint "QuadPulseCounter.count[19]" \
    finalCriticalPeriod_ns 8.25 \
    post-route-period-util_pct 36.0 \
    p_int_mw 0.692 \
    finalHoldViolCount 0 \
    cts_tree "built" \
]
-- registers in the layout (all words and copies together), names as in the netlist, 7 cells and up --
signal	count
DigitTwo.seg_out	7
DigitZero.seg_out	7
DigitOne.seg_out	7
QuadPulseCounter.count	26
Bck	37
MP	37
inches	12
Fwd	37
-- metrics by stage --
stage	utilization (%)	instances	area [µm²]	power (mW)	setup WS [ns]
after CTS	34.8	1805	12700	1.05	14.65
after global routing	34.8	1805	12700	1.11	14.51
final	34.8	1805	12700	1.04	14.65
after detailed placement	33.2	1773	12100	0.744	15.13
after floorplan	-	1305	11200	0.631	16.38
after global placement	33.2	1773	12100	0.747	15.07
-- power by group through the flow --
stage	Sequential, mW	Combinational (mW)	Clock (mW)
after global routing	0.404	0.383	0.326
after CTS	0.399	0.341	0.312
final	0.398	0.340	0.305
-- cell usage in the layout (no fill, tap or decap), types with 6 or more instances in the layout --
cell | netlist | final
dfxtp_1 | 154 | 154
nor2_1 | 124 | 123
nand2_1 | 94 | 93
a21oi_1 | 80 | 80
o21ai_0 | 71 | 71
clkdlybuf4s50_1 | 0 | 63
xnor2_1 | 51 | 51
ha_1 | 51 | 51
a211oi_1 | 50 | 50
xor2_1 | 47 | 47
inv_1 | 41 | 40
mux2i_1 | 37 | 37
nor3_1 | 34 | 34
nand3_1 | 32 | 32
edfxtp_1 | 26 | 26
nand4_1 | 24 | 24
and3_1 | 21 | 21
a311oi_1 | 20 | 20
a21o_1 | 18 | 18
clkbuf_16 | 0 | 17
nor4_1 | 16 | 16
o211ai_1 | 15 | 15
o21a_1 | 14 | 14
buf_4 | 4 | 14
mux2_2 | 13 | 13
o22ai_1 | 13 | 13
nand2b_1 | 12 | 12
and2_1 | 12 | 12
a31oi_1 | 12 | 12
or3_1 | 10 | 10
nor3b_1 | 10 | 10
o31ai_1 | 7 | 7
nor2b_1 | 7 | 7
inv_2 | 5 | 6
-- synth_stat cells (all sizes together) (14+ instances only) --
master  count  area (µm²)
dfxtp     154        3080
nor2      125         477
nand2      95         359
a21oi      81         409
o21ai      78         439
ha         51         638
xnor2      51         447
a211oi     50         375
inv        47         179
xor2       47         412
clkbuf     40         150
buf        38         213
mux2i      37         370
nor3       35         180
nand3      32         160
edfxtp     26         781
and3       24         161
nand4      24         150
nor4       21         163
a311oi     20         175
a21o       18         135
o211ai     15         113
o21a       14         105
-- metal layers --
layer	wire length [µm]	GRT usage, %
met2	13100	24.2
met5	0	0
met4	443	2.33
met3	2590	5.18
met1	14300	24.7
-- path summary, 6_finish.rpt --
path | cells after the start | end
max | 8 | Trvl
min | 0 | InputBFilter.H1
max reg2reg | 17 | DigitTwo.seg_out[3]
min reg2reg | 0 | InputBFilter.H1
-- area by class of cell --
| type | count | area (µm²) |
|---|---|---|
| clock inverters | 13 | 155 |
| fillers | 3723 | 23900 |
| well taps | 468 | 586 |
| inverters | 47 | 179 |
| flip-flops and latches | 180 | 3860 |
| repair buffers | 78 | 741 |
| clock buffers | 19 | 443 |
| multi-input cells | 1000 | 6770 |
-- logic make-up (layout without fill, tap and decap cells) --
family          after synthesis  after routing  synth area share [%]
simple gates                439            439                  20.2
compound gates              358            358                  21.8
flops                       180            180                  34.6
fa+ha+maj                    55             55                  6.25
xor+xnor                     98             98                  7.69
buf+inv                     125            157                  4.85
mux                          50             50                  4.63
-- worst reg2reg max path, delay by kind of cell, from the launching register on --
kind,cells,cell delay (ns)
AND/OR/NAND/NOR,6,1.61
buffers and inverters,3,0.89
adder cells (fa/ha/maj),2,0.81
AND-OR/OR-AND,5,0.79
flip-flops,1,0.48
XOR/XNOR,1,0.25
Power figures rest on the tool's default switching activity, not on a simulated workload.
